==> run.sh <==
#!/bin/bash
# OpenROAD 26Q1-2900-gdf79404cd8, Yosys 0.63+post, stock flow scripts
make -C /OpenROAD-flow-scripts/flow DESIGN_CONFIG=/design/flow/config.mk WORK_HOME=/design/flow/orfs finish
==> config.mk <==
export PLATFORM = sky130hd
export DESIGN_NAME = control_unit
export DESIGN_NICKNAME = control_unit
export VERILOG_FILES = /design/flow/design.v
export SDC_FILE = /design/flow/constraint.sdc
export NUM_CORES = 4
export LEC_CHECK = 1
export CORE_AREA = 10 10 87 87
export DIE_AREA = 0 0 97 97
==> constraint.sdc <==
current_design control_unit

set clk_period 5.3
set clk_io_pct 0.2

create_clock -name clk0 -period $clk_period

set non_clock_inputs [all_inputs -no_clocks]
set_input_delay [expr $clk_period * $clk_io_pct] -clock clk0 $non_clock_inputs
set_output_delay [expr $clk_period * $clk_io_pct] -clock clk0 [all_outputs]
==> design.v <==
module control_unit
(
  input [31:0] im_data,
  input ALUzero, ALUneg,
  output reg RegWrite, ALUsrc,
  output reg [1:0] PCsrc, MemWrite,
  output reg [2:0] ALUctl, MemtoReg
);
  localparam
    op_add  = 3'd0,
    op_and  = 3'd1,
    op_or   = 3'd2,
    op_sl   = 3'd3,
    op_sra  = 3'd4,
    op_srl  = 3'd5,
    op_sub  = 3'd6,
    op_xor  = 3'd7;
  wire [6:0] opcode = im_data[6: 0];
  wire [2:0] funct3 = im_data[14:12];
  wire [6:0] funct7 = im_data[31:25];
    reg [11:0] control;
    always @* begin
        ALUsrc <= control[11];
        RegWrite <= control[10];
        MemWrite <= control[9:8];
        PCsrc <= control[7:6];
        MemtoReg <= control[5:3];
        ALUctl <= control[2:0];  
    end
    always @* begin
        casez ({opcode, funct3, funct7})
            17'b0110011_000_0000000: control <= 12'b0_1_00_00_000_000;  
            17'b0110011_000_0100000: control <= 12'b0_1_00_00_000_110;  
            17'b0110011_111_0000000: control <= 12'b0_1_00_00_000_001;  
            17'b0110011_110_0000000: control <= 12'b0_1_00_00_000_010;  
            17'b0110011_100_0000000: control <= 12'b0_1_00_00_000_111;  
            17'b0110011_001_0000000: control <= 12'b0_1_00_00_000_011;  
            17'b0110011_101_0000000: control <= 12'b0_1_00_00_000_101;  
            17'b0110011_101_0100000: control <= 12'b0_1_00_00_000_100;  
            17'b0010011_101_0100000: control <= 12'b1_1_00_00_000_100;  
            17'b0110011_010_0000000: control <= 12'b0_1_00_00_111_110;  
            17'b0010011_000_???????	: control <= 12'b1_1_00_00_000_000;  
            17'b0010011_111_???????: control <= 12'b1_1_00_00_000_001;  
            17'b0010011_110_???????: control <= 12'b1_1_00_00_000_010;  
            17'b0010011_100_???????: control <= 12'b1_1_00_00_000_111;  
            17'b0010011_001_???????: control <= 12'b1_1_00_00_000_011;  
            17'b0010011_101_???????: control <= 12'b1_1_00_00_000_101;  
            17'b0010011_010_???????: control <= 12'b1_1_00_00_111_110;  
            17'b0000011_010_???????: control <= 12'b1_1_00_00_110_000;  
            17'b0000011_001_???????: control <= 12'b1_1_00_00_101_000;  
            17'b0000011_000_???????: control <= 12'b1_1_00_00_100_000;  
            17'b0100011_010_???????: control <= 12'b1_0_11_00_000_000;  
            17'b0100011_001_???????: control <= 12'b1_0_10_00_000_000;  
            17'b0100011_000_???????: control <= 12'b1_0_01_00_000_000;  
            17'b1100011_000_???????: control <= ALUzero ? 12'b0_0_00_01_000_110 : 12'b0_0_00_00_000_110;  
            17'b1100011_001_???????: control <= ALUzero ? 12'b0_0_00_00_000_110 : 12'b0_0_00_01_000_110;  
            17'b1100011_101_???????: control <= (ALUzero || ~ALUneg) ? 12'b0_0_00_01_000_110 : 12'b0_0_00_00_000_110;  
            17'b1100011_100_???????: control <= (ALUneg) ? 12'b0_0_00_01_000_110 : 12'b0_0_00_00_000_110;  
            17'b1100111_000_???????: control <= 12'b1_1_00_10_001_000;  
            17'b0110111_???_???????: control <= 12'b1_1_00_00_010_000;  
            17'b0010111_???_???????: control <= 12'b1_1_00_00_011_000;  
            17'b1101111_???_???????: control <= 12'b1_1_00_01_001_000;  
            default: control = 0;
        endcase
    end
  wire brk = (im_data[6:0] == 7'b1110011) ? 1 : 0;
endmodule
module datapath
#(
  parameter W = 32,
  parameter IM_L = 16,
  parameter DM_L = 64
) (
  input  clk, rst, run,
  input RegWrite,
  input ALUsrc,
  input [1:0] PCsrc,
  input [2:0] MemtoReg,
  input [2:0] ALUctl,
  output ALUzero, ALUneg,
  input  [31:0] im_data,
  output [$clog2(IM_L*4)-1:0] im_addr,
  input  [W-1:0] dm_data_out,
  output [W-1:0] dm_data_in,
  output [$clog2(DM_L*(W/8))-1:0] dm_addr
);
  localparam
    fmt_R  = 3'b000,
    fmt_I  = 3'b001,
    fmt_S  = 3'b010,
    fmt_SB = 3'b011,
    fmt_U  = 3'b100,
    fmt_UJ = 3'b101;
  wire [6:0] opcode = im_data[ 6: 0];
  wire [4:0] rd     = im_data[11: 7];
  wire [2:0] funct3 = im_data[14:12];
  wire [4:0] rs1    = im_data[19:15];
  wire [4:0] rs2    = im_data[24:20];
  wire [6:0] funct7 = im_data[31:25];
  wire [W-1:0] rs1_data, rs2_data;
  reg  [W-1:0] rf_wdata;
  registerfile #(W) RF (
    .Read1     (rs1),
    .Read2     (rs2),
    .WriteReg  (rd),
    .WriteData (rf_wdata),
    .RegWrite  (RegWrite),
    .clk       (clk),
    .Data1     (rs1_data),
    .Data2     (rs2_data)
  );
  wire [W-1:0] aluA, aluB, aluout;
  alu #(W) ALU (
    .ALUctl (ALUctl),
    .A      (aluA),
    .B      (aluB),
    .ALUout (aluout),
    .Zero   (ALUzero),
    .Neg    (ALUneg)
  );
  reg [2:0] format;
  always@*
    casez(opcode)
      7'b0110011          
        : format <= fmt_R; 
      7'b0010011,  
      7'b1100111,  
      7'b0000011,  
      7'b1110011   
        : format <= fmt_I;
      7'b0100011   
        : format <= fmt_S;
      7'b1100011  
        : format <= fmt_SB;
      7'b0010111,  
      7'b0110111   
        : format <= fmt_U;
      7'b1101111  
        : format <= fmt_UJ;
      default: format <= 3'b111;    
    endcase
  reg [31:0] imm;
  always@*
    case(format)
      fmt_I:   imm <= {{21{im_data[31]}}, im_data[30:20]};
      fmt_S:   imm <= {{21{im_data[31]}}, im_data[30:25], im_data[11:7]};
      fmt_SB:  imm <= {{20{im_data[31]}}, im_data[7], im_data[30:25], im_data[11:8], 1'b0};
      fmt_U:   imm <= {im_data[31:12], {12{1'b0}}};
      fmt_UJ:  imm <= {{11{im_data[31]}}, im_data[19:12], im_data[20], im_data[30:21], 1'b0};
      default: imm <= 32'b0;
    endcase
  assign aluA = rs1_data;
  assign dm_addr = aluout[6:0];
  assign im_addr = PC;
  reg [$clog2(IM_L*4)-1:0] PC;
  always@(posedge clk) begin
    if (rst)
      PC <= 0;
    else if (run) begin  
        case (PCsrc)
            2'b00: PC <= PC + 4;
            2'b01: PC <= PC + imm;
            2'b10: PC <= rs1_data + imm;  
        endcase
    end
  end
    always @* begin
        rf_wdata <= (MemtoReg == 3'b000) ? aluout :
                    (MemtoReg == 3'b001) ? PC+4 :  
                    (MemtoReg == 3'b010) ? imm :  
                    (MemtoReg == 3'b011) ? PC+imm :  
                    (MemtoReg == 3'b100) ? {{24{dm_data_out[7]}}, dm_data_out[7:0]} :  
                    (MemtoReg == 3'b101) ? {{16{dm_data_out[15]}}, dm_data_out[15:0]} :  
                    (MemtoReg == 3'b110) ? dm_data_out[31:0] :  
                    (MemtoReg == 3'b111 && ALUneg) ? 1 : 0;  
    end
    assign aluB = (ALUsrc) ? imm : rs2_data;
    assign dm_data_in = rs2_data;
endmodule
module riscv
#(
  parameter W = 32, IM_L = 16, DM_L = 64
) (
  input clk, rst, run
);
  wire [31:0] im_data;
  wire [$clog2(IM_L*4)-1:0] im_addr;
  rom #(IM_L) instructionMem(
    .addr (im_addr),
    .oe   (1'b1),
    .data (im_data)
  );
  wire [1:0] MemWrite;
  wire [W-1:0] dm_data_in, dm_data_out;
  wire [$clog2(DM_L*(W/8))-1:0] dm_addr;
  ram #(W, DM_L) dataMem(
    .addr     (dm_addr),
    .data_in  (dm_data_in),
    .clk      (clk),
    .oe       (1'b1),
    .w_mode   (MemWrite),
    .data_out (dm_data_out)
  );
  wire RegWrite, ALUsrc, ALUzero, ALUneg; 
  wire [1:0] PCsrc;
  wire [2:0] ALUctl, MemtoReg;
  control_unit control(.*);
  datapath #(W, IM_L, DM_L) dp(.*);
endmodule
==> results.tsv <==
metric	value	unit
slew_headroom	62.9	%
hp-class	in2out	
crit_path_max_fanout	16	
ys_warn_count	1	
vias	816	
placed_area	1010	um^2
wl_per_cell	12.4	um
netlist_area	643	um^2
wl	2450	um
viasPerCell	4.14	
die_w	97	um
yosysTopAreaCell	nand2_1	
p_leak	0.000362	uW
grt_max_degree	17	
cp_cell_sequence	clkdlybuf4s50_1, and4b_1, o211ai_2, a21oi_1, a311o_1, or3_1, clkdlybuf4s50_1	
drcViolationCount	0	
drive_gt1_share	5.60	%
tightestPinTransition	0.555	ns
layout_top_cell	clkdlybuf4s50_1	
top_area_share	6.42	%
flop-count	0	
crit_type	in2out	
fp-row-count	27	
tool_warnings	47	
critPathSlowestCell	clkdlybuf4s50_1	
area_growth	57.2	%
finalSetupTns	0	ns
worstPathRequired	4.24	ns
seq_area	0	um^2
grt_usage	4.91	%
cellPowerDensity	44.6	nW/um^2
finalPower	45.1	uW
setup_viol	0	
rsz0062_at_grt	false	
dieArea	9410	um^2
maxSlewViolCount	0	
cp.arrival	3.52	ns
synth_chip_area	643	um^2
end_kind	primary output	
syn_area_per_cell	6.50	um^2
ys_cells	99	
drt_iter0_drc	134	
pin_count	46	
cts_setup_buffers	0	
postLayoutCellArea	1010	um^2
grt_pass1_wl	4050	um
initCoreUtil	11.4	%
area_leaders	nand2_1 6.4%, nor2_1 5.3%, and3_1 4.9%	
synthCells	99	
core	5640	um^2
holdBufCountCts	0	
grt_pass1_vias	788	
peakVddDrop	16.9	uV
cts-resized-gates	0	
io_buffer_count	31	
gp_congestion	0.915	
hold_violations	0	
ant_nets	0	
cpPeakStageDelay	0.69	ns
nClkBuffers	0	
antenna_cells	0	
cap_violations	0	
yosysUniqueCellTypes	42	
fp.dieH	97	um
firstDrtPassIters	4	
fin_crit	4.58	ns
crit_top_cell	clkdlybuf4s50_1	
crit_path_start_kind	input port	
antenna_found_initial	0	
grt_overflow	0	
hpwlAfterDp	2090	um
fin_crit_sh	86.4	%
ys_seq_share	0	%
mostFrequentLayoutCells	31 x clkdlybuf4s50_1, 11 x nand2_1, 9 x nor2_1	
status	completed	
max_freq	0.218	GHz
utilization	17.9	%
==> cell families (layout without fill, tap and decap cells) <==
group | after synthesis | count (layout) | share of synthesized area, %
and+or+nand+nor | 59 | 59 | 56.6
buffers and inverters | 9 | 35 | 7.98
muxes | 2 | 2 | 3.11
AOI/OAI and AO/OA | 27 | 27 | 29.6
xor gates and xnor gates | 2 | 2 | 2.72
==> routing by layer <==
layer | up-vias | track usage, % | wire length [um]
li1 | 437 | - | -
met5 | - | 0 | 0
met4 | 0 | 0 | 0
met2 | 25 | 8.03 | 1120
met3 | 0 | 0.645 | 131
met1 | 354 | 7.06 | 1200
==> critical path: cells and delay by family <==
family | cells | cell delay [ns]
buffers and inverters | 2 | 1.11
AND/OR/NAND/NOR | 2 | 0.69
AND-OR/OR-AND | 3 | 0.66
==> worst paths after layout <==
path	from	end	depth (start not counted)
worst max-delay path	im_data[14]	RegWrite	7
worst min-delay path	im_data[3]	PCsrc[1]	3
==> per-stage QoR <==
stage / worst slack, ns / std cells / hold WS, ns
2_1_floorplan: 2.00 / 99 / 2.13
3_3_place_gp: 0.686 / 197 / 3.24
3_5_place_dp: 0.709 / 197 / 3.24
4_1_cts: 0.692 / 197 / 3.25
5_1_grt: 0.504 / 197 / 3.30
6_report: 0.718 / 197 / 3.23
==> synthesized netlist by cell type, drive strengths merged <==
cell and n:
nand2 11, nor2 10, o21ai 6, and3 5, nand3 5, a21oi 4, buf 4, nor3 4
inv 3, nand2b 3, nand4 3, nor2b 3, a21o 2, a31oi 2, and3b 2, and4b 2
clkbuf 2, mux2i 2, nand3b 2, nor4bb 2, o211ai 2, o41ai 2, xor2 2, a211oi 1
a311o 1, a32oi 1, and2 1, and4bb 1, nor4 1, nor4b 1, o2111ai 1, o21a 1
o21bai 1, o221ai 1, o31ai 1, o32ai 1, or2b 1, or3 1, or3b 1
==> layout make-up <==
type | count | area [um^2]
Tap cell | 72 | 90.1
Multi-Input combinational cell | 90 | 592
Inverter | 3 | 11.3
Fill cell | 627 | 4630
Timing Repair Buffer | 32 | 318
==> power breakdown <==
part           internal (uW)  leakage (uW)  switching (uW)  total (uW)
logic                   23.5      0.000362            21.6        45.1
clock network              0             0               0           0
registers                  0             0               0           0
total                   23.5      0.000362            21.6        45.1
No activity file was given, so power comes from the tool's default toggle rates.

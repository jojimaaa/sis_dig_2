===== flow/config.mk =====
export PLATFORM = sky130hd
export DESIGN_NAME = rom
export DESIGN_NICKNAME = rom
export VERILOG_FILES = /design/flow/design.v
export SDC_FILE = /design/flow/constraint.sdc
export NUM_CORES = 4
export LEC_CHECK = 1
export CORE_AREA = 10 10 70 70
export DIE_AREA = 0 0 80 80

===== flow/constraint.sdc =====
current_design rom

set clk_period 1.4
set clk_io_pct 0.2

create_clock -name clk0 -period $clk_period

set non_clock_inputs [all_inputs -no_clocks]
set_input_delay [expr $clk_period * $clk_io_pct] -clock clk0 $non_clock_inputs
set_output_delay [expr $clk_period * $clk_io_pct] -clock clk0 [all_outputs]

===== flow/design.v =====
module rom
#(parameter L=32)
(
  input  [$clog2(L)-1:0] addr,
  input  oe,
  output [31:0] data
);
  reg [31:0] mem[L-1:0];
  assign data = (oe) ? mem[addr] : 32'bz;
  initial begin
      mem[00] = 32'b00000000000000000000000010010011;  
      mem[01] = 32'b00000000011100000000000100010011;  
      mem[02] = 32'b00000101000000000000001000010011;  
      mem[03] = 32'b00000000000000100010000110000011;  
      mem[04] = 32'b0000000_00011_00010_001_00111_1100011;  
      mem[05] = 32'b00000000000100011000001010110011;  
      mem[06] = 32'b00000000000100001000000010010011;  
      mem[07] = 32'b00000000000100100010000110000011;  
      mem[08] = 32'b00000000000100100000001000010011;  
      mem[09] = 32'b00000100010100000010000000100011;  
      mem[10] = 32'b1111111_00000_00000_000_11010_1100011;  
      mem[11] = 32'h10500073;
      mem[12] = 32'h10500073;
      mem[13] = 32'h10500073;
      mem[14] = 32'h10500073;
      mem[15] = 32'h10500073;
      mem[16] = 32'h10500073;
      mem[17] = 32'h10500073;
      mem[18] = 32'h10500073;
      mem[19] = 32'h10500073;
      mem[20] = 32'h10500073;
      mem[21] = 32'h10500073;
      mem[22] = 32'h10500073;
      mem[23] = 32'h10500073;
      mem[24] = 32'h10500073;
      mem[25] = 32'h10500073;
      mem[26] = 32'h10500073;
      mem[27] = 32'h10500073;
      mem[28] = 32'h10500073;
      mem[29] = 32'h10500073;
      mem[30] = 32'h10500073;
      mem[31] = 32'h10500073;  
  end
endmodule

===== flow/run.sh =====
#!/bin/bash
# OpenROAD 26Q1-2900-gdf79404cd8, Yosys 0.63+post, stock flow scripts
make -C /OpenROAD-flow-scripts/flow DESIGN_CONFIG=/design/flow/config.mk WORK_HOME=/design/flow/orfs finish

==> flow_summary.ini <==
; yosys + openroad results
[die]
row_count = 21
fp_util = 0.130
core_mm2 = 0.00342
die_w_um = 80
die_h_um = 80
boundaryPins = 38
die_area_mm2 = 0.00640

[sta]
period_minus_slack_ns = 1.41
finalHoldViolCount = 0
clock.fmax_ghz = 0.707
rsz0062_at_grt = yes
drv_slew = 0
finalSetupTns_ns = -0.0142
setup_violations = 1
fin_ws_ns = -0.0142
holdWs_ns = 0.993
fin_crit_sh = 1.01

[routing]
drtIter0Drc = 18
drcViolationCount = 0
post_drt_wl_per_cell_um = 12.4
antenna_cells = 0
drt_pass1_iterations = 4
wl_um = 1900
ant_nets = 0
vias = 595
viasPerCell = 3.86

[placed_design]
portBuffers = 29
place.gp.congestion = 0.827
placed_area_um2 = 778
hpwl_um = 1370

[finish]
nFillCells = 360
design.seq.count = 0
finish.utilization = 0.288
area_growth_pct = 121
clock_buffers = 0
post-route-cell-area_um2 = 983
regArea_um2 = 0
drive_gt1_frac = 0.685
combGateArea_um2 = 482

[grt]
grt_use_met3 = 0.00568
grt_max_degree = 8
grt_pass1_vias = 612
busiest_layer = met2
use_met1 = 0.0699
grt_overflow_total = 0
antenna_found_initial = 0
use_met2 = 0.100
grtUsageTotal = 0.0561
grt_pass1_wl_um = 3030

[synthesis]
ys_area_um2 = 444
synthCells = 69
yosysWarnings = 2
top_cells_by_area = buf_4 (25%), ha_1 (14%), nand2_1 (7.6%)
synth.distinct_cells = 24
yosys_cells = 69
synth_top_area_share = 0.254
yosys.area.top_type = buf_4
syn_area_um2 = 444
yosys-top-cells-count = buf_4 (15), nand2_1 (9), a21oi_1 (6)
ys_seq_frac = 0
avgSynthCellArea_um2 = 6.44
most_common_cell = buf_4

[worst_setup_path]
cp.required_ns = 1.12
cp-end-kind = primary output
crit_buf_inv = 4
worst-setup-path-type = in -> out
critPathTopFamily = buffers and inverters
startpoint_type = input pin
critPathSlowestCell = ha_4
crit_fanout = 4
slowest_delay_ns = 0.17
crit_arrival_ns = 1.13
crit_top_cell = buf_6
crit_chain = buf_8 -> buf_6 -> buf_6 -> ha_4 -> nor2_4 -> o21ai_2 -> nand3_1 -> buf_2

[cts]
cts_hold_buf = 0

[pwr]
vdd_drop_max_mv = 0.0547
power_density_mw_per_mm2 = 241
total_power_w = 0.000237
leakage_nw = 0.454

[flow_run]
openroad.warnings = 39
maxCapViolations = 0

[hold_path]
hold_class = in -> out

[status]
violations = setup timing
status = finished, violations left
worst min-delay path: cells and delay by family:
kind	cells	cell delay, ns
buf+inv	3	0.36
simple gates	1	0.06
cells by family after synthesis:
kind of cell	count (synthesis)	synth area share
buffers and inverters	20	0.318
and+or+nand+nor	26	0.316
adders and majority gates	5	0.141
AOI/OAI and AO/OA	16	0.208
other	2	0.0169
final cells by class:
class,count,area share
multi-input cells,55,0.490
repair buffers,49,0.426
inverters,4,0.0254
well taps,46,0.0585
path summary, 6_finish.rpt:
check	start	to	slack [ns]	depth (start not counted)
min	addr[2]	data[16]	0.99	4
max	addr[1]	data[4]	-0.01	8
report_power, final:
part	switching (W)	internal [W]	total [W]
Clock	0	0	0
Combinational	0.000107	0.000129	0.000237
Sequential	0	0	0
repair_timing:
item                       in CTS  in global routing
pin swaps                      12                  7
cloned                          1                  0
setup endpoints to repair      24                 14
resized                       127                 18
setup buffers                   9                  1
routing by layer:
layer | routed length, um | part of all wire
met5 | 0 | 0
met4 | 42 | 0.022
met3 | 111 | 0.058
met2 | 973 | 0.51
met1 | 777 | 0.41
cell usage in the layout, fill, tap and decap left out, types with 3 or more instances in the layout:
cell and instances:
a21oi_2 4, buf_2 14, buf_4 11, buf_6 13, clkdlybuf4s15_1 3, conb_1 8
dlygate4sd2_1 4, ha_4 4, nand2_1 6, nand2_2 3, nand2b_4 3, nor2_4 3
o21ai_2 3
per-stage QoR:
step,setup slack [ns],cells
3_3_place_gp,-0.825,144
4_1_cts,-0.0493,154
3_5_place_dp,-0.826,144
5_1_grt,-0.0390,154
6_report,-0.0142,154
2_1_floorplan,0.264,75

$ cat flow/design.v
module cpu
#(
  parameter IM_L = 8, DM_L = 128
) (
  input clk,
  input rst,
  input ready,
  input [31:0] rdata,
  output reg [31:0] addr,
  output reg [31:0] wdata,
  output reg write,
  output reg done
);
  localparam [6:0]
    inst_ADD    = 7'b0110011,
    inst_LW     = 7'b0000011,
    inst_SW     = 7'b0100011,
    inst_EBREAK = 7'b1110011;
  localparam
    s_fetch   = 0,
    s_decode  = 1,
    s_execute = 2,
    s_write   = 3;
  reg [2:0]  state;
  reg [6:0]  opcode;
  reg [4:0]  rd, rs1, rs2;
  reg [31:0] imm_I, imm_S;
  reg [7:0]  PC = 0;
  reg [31:0] RF [4:0];
  initial RF[0] = 0;
  always@(posedge clk) begin
    if (rst) begin
      state <= s_fetch;
      PC    <= 0;
      addr  <= 0;
      write <= 0;
      done  <= 0;
    end
    else if ( (state == s_fetch)   && (ready) ) state = s_decode;
    else if ( (state == s_decode)  && (ready) ) state = s_execute;
    else if ( (state == s_execute) && (ready) ) state = s_write;
    else if ( (state == s_write)   && (ready) ) state = s_fetch;
  end
  always@(state) begin
    if (state == s_fetch) begin
        write <= 0;
        addr[7:0] <= PC;
        addr[31:8] <= 0;
        PC   <= PC + 4;
    end
    else if (state == s_decode) begin
      opcode <= rdata[ 6: 0];
      rd     <= rdata[11: 7];
      rs1    <= rdata[19:15];
      rs2    <= rdata[24:20];
      imm_I  <= {{21{rdata[31]}}, rdata[30:20]};
      imm_S  <= {{21{rdata[31]}}, rdata[30:25], rdata[11:7]};
    end
    else if (state == s_execute) begin
      case (opcode)
        inst_ADD: begin  
          RF[rd] <= RF[rs1] + RF[rs2];
        end
        inst_LW: begin  
          addr[7:0]  <= 0;
          addr[31:8] <= RF[rs1] + imm_I[11:0];;
        end
        inst_SW: begin  
          addr[31:8] <= RF[rs1] + imm_S[11:0];
        end
        inst_EBREAK: begin  
          done <= 1;
        end
        default: done <= 0;
      endcase
    end
    else if (state == s_write) begin
        case (opcode)
          inst_SW: begin  
            wdata <= RF[rs2];
            write <= 1;
          end
        inst_LW: begin
            RF[rd] <= rdata;
            write <= 0;
        end
          default: write <= 0;
        endcase
    end
  end
endmodule
$ cat flow/run.sh
#!/bin/bash
# OpenROAD 26Q1-2900-gdf79404cd8, Yosys 0.63+post, stock flow scripts
make -C /OpenROAD-flow-scripts/flow DESIGN_CONFIG=/design/flow/config.mk WORK_HOME=/design/flow/orfs finish
$ cat flow/config.mk
export PLATFORM = sky130hd
export DESIGN_NAME = cpu
export DESIGN_NICKNAME = cpu
export VERILOG_FILES = /design/flow/design.v
export SDC_FILE = /design/flow/constraint.sdc
export NUM_CORES = 4
export LEC_CHECK = 1
export CORE_UTILIZATION = 50
$ cat flow/constraint.sdc
current_design cpu

set clk_period 3.7
set clk_io_pct 0.2

create_clock -name clk0 -period $clk_period [get_ports {clk}]

set non_clock_inputs [all_inputs -no_clocks]
set_input_delay [expr $clk_period * $clk_io_pct] -clock clk0 $non_clock_inputs
set_output_delay [expr $clk_period * $clk_io_pct] -clock clk0 [all_outputs]
==> impl_metrics.py <==
# Auto-generated metrics
metrics = {
    "critical_path": {
        "crit_type": "in -> reg",
        "critical_path_arrival_ps": 2090,
        "cp_cell_sequence": "clkdlybuf4s50_1 -> inv_1 -> or4_1 -> a21oi_1",
        "cp_top_family": "buffers and inverters",
        "required_ps": 3850,
        "reg2regPathDepth": 4,
        "cp-end-kind": "flip-flop",
        "cp_num_buf_inv": 2,
        "slowest_delay_ps": 540,
        "slowest_stage": "clkdlybuf4s50_1",
        "path_max_fanout": 4,
        "cp-start-kind": "input pin",
        "critical_path_cell_count": 4,
    },
    "logic_synthesis": {
        "synth_cell_types": 76,
        "synth-main-ff-cell": "dlxtn_1",
        "ys_async_sr_fraction_pct": 0,
        "syn_area_um2": 7950,
        "edf_count": 0,
        "postSynthAreaPerCell_um2": 8.56,
        "yosys_warnings": 123,
        "ys.flops": 212,
        "syn-instance-count": 929,
        "yosys_cells": 929,
        "ys_area_um2": 7950,
    },
    "global_routing": {
        "grt_pass1_vias": 7280,
        "grt_max_degree": 36,
        "antenna_found_initial": 0,
        "grt_use_total_pct": 33.9,
        "grt_pass1_wl_um": 40600,
        "grt_overflow": 0,
    },
    "run": {
        "warning_count": 26,
        "max_cap_viol_count": 0,
    },
    "drt": {
        "highest_layer": "met4",
        "wirelength_met1_um": 11100,
        "ant_nets": 0,
        "wl_met3_um": 2480,
        "antenna_cells": 0,
        "drc": 0,
        "firstDrtPassIters": 7,
        "viasPerCell": 6.48,
        "vias": 7631,
        "met2_wirelength_um": 12200,
        "drtIter0Drc": 585,
        "wirelength_um": 26500,
        "routedWlPerCell_um": 22.5,
    },
    "final_timing": {
        "fmax_mhz": 515,
        "finalSetupTns_ps": 0,
        "unclocked_pins": 208,
        "untimed_endpoints": 240,
        "worst_slack_ps": 1760,
        "finalSetupViolations": 0,
        "slew_violations": 0,
        "finalCriticalPeriod_ps": 1940,
        "worst_slew_pin_slew_ps": 870,
        "rsz0062_at_grt": "no",
        "relSlewSlack_pct": 41.1,
        "finalClockPeriodUsage_pct": 52.4,
        "finalHoldViolCount": 0,
        "skew_ps": 0.221,
        "whs_ps": 498,
    },
    "cts": {
        "ctsResizeCount": 0,
        "cts_tree": "done",
        "cts.path.max_buffers": 2,
        "insertion_delay_ps": 220,
        "htreeDepth": 1,
        "holdBufCountCts": 0,
        "cts_buffers": 3,
        "clockRootBuffer": "clkbuf_16",
        "cts_setup_buffers": 0,
        "clkSlewWorstSetupHoldPaths_ps": 30,
    },
    "placement": {
        "io_buffers": 66,
        "dp.final_hpwl_um": 17300,
        "dp_cells": 1174,
        "routabilityCongestion": 0.932,
        "dpl_worst_slack_ps": 1550,
    },
    "final_layout": {
        "syn2layout_area_growth_pct": 10.4,
        "comb_area_um2": 4330,
        "seqCellArea_um2": 3200,
        "finalNonFillerCells": 1177,
        "drive_above_1_share_pct": 6.63,
        "final_util_pct": 57.1,
        "num-fill-cells": 1321,
    },
    "floorplan": {
        "fp.dieW_um": 128,
        "die_h_um": 128,
        "io_pins": 101,
        "fp_util_pct": 51.7,
        "dieArea_um2": 16400,
        "rows": 45,
        "coreArea_um2": 15400,
    },
    "worst_hold_path": {
        "hold_path.class": "reg -> reg",
        "whs_path_depth": 2,
    },
    "power": {
        "power.leakage_uw": 0.00383,
        "ir_drop_v": 0.000165,
        "p_per_area_nw_per_um2": 202,
    },
    "run_status": {
        "status": "complete, no violations",
    },
}
[synthesized netlist by cell type (all sizes together), types with 5 or more instances]
cell type  number  area [um2]
a221oi         11         103
ha             29         363
nor3            9        45.0
xnor2          15         131
dlxtn         208        3120
nor2b           5        31.3
nor2           27         104
mux2           24         274
nand3          44         220
inv            20        75.1
o21ai          25         125
a21o           11        82.6
o22ai          56         350
o311ai         15         131
a21oi          53         265
xor2            8        70.1
nand2          75         282
clkbuf         40         150
nand4           7        43.8
nand2b         18         113
o221ai         20         175
buf            47         330
a22oi          59         443
o21a           10        75.1
o31ai           7        52.6
mux2i           5        50.1
[cell type report]
class / instances / share of cell area, %
Multi-Input combinational cell: 641 / 49.3
Sequential cell: 212 / 36.5
Timing Repair Buffer: 88 / 9.41
Tap cell: 211 / 3.01
Inverter: 22 / 0.941
Clock buffer: 3 / 0.855
[layout by cell type (no fill, tap or decap), drive strengths merged, types with 10 or more instances in the layout]
| cell | n |
|---|---|
| a22oi | 59 |
| nand3 | 44 |
| conb | 34 |
| o21a | 10 |
| mux2 | 24 |
| o221ai | 20 |
| dlxtn | 208 |
| nor2 | 27 |
| a21o | 11 |
| inv | 20 |
| nand2b | 18 |
| buf | 22 |
| a21oi | 53 |
| o22ai | 56 |
| a221oi | 11 |
| ha | 29 |
| o21ai | 25 |
| clkdlybuf4s50 | 66 |
| xnor2 | 15 |
| nand2 | 75 |
| o311ai | 15 |
[worst register-to-register path: cells and delay by family, from the launching register on]
kind | cells | cell delay [ps]
compound gates | 1 | 170
flops | 1 | 290
buf+inv | 2 | 560
simple gates | 1 | 550
[cells by family after synthesis]
logic type	share of synthesized area [%]
other cells	0.0472
buf+inv	7.08
simple gates	13.6
latches	39.2
mux	4.36
xor+xnor	2.53
fa+ha+maj	4.94
flops	1.01
compound gates	27.1
[worst paths after layout]
kind	start	end	slack, ps
min reg2reg	state[3]	state[3]	500
min	state[3]	state[3]	500
max reg2reg	state[1]	state[3]	2050
max	ready	state[3]	1760
[metal layers]
| metal | vias up | track usage, % |
|---|---|---|
| li1 | 3507 | - |
| met1 | 3598 | 48.0 |
| met2 | 452 | 53.7 |
| met3 | 74 | 7.95 |
| met4 | 0 | 8.51 |
| met5 | - | 0 |
[registers in the layout, summed over array words and instances, names as in the netlist]
name    count
RF        160
rs1         3
opcode      7
wdata      32
rd          3
rs2         3
state       4
[power by group]
group | switching, uW | leakage (uW) | total [uW] | internal, uW
combinational | 683 | 0.00207 | 1230 | 545
clock | 29.4 | 0.0000370 | 167 | 138
sequential | 101 | 0.00173 | 375 | 274
total | 814 | 0.00383 | 1770 | 957
[through the flow]
stage | power, uW | area [um2]
after global placement | 1560 | 8700
after global routing | 1930 | 8780
after floorplan | 1200 | 8080
final | 1770 | 8780
after detailed placement | 1580 | 8700
after CTS | 1760 | 8780
Power and IR drop assume default switching activity.
